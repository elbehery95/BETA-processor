`./design.v`:
```
`timescale 1ns / 1ps
module CTL (
  input [5:0] OP,
  input RESET,
  input IRQ,
  input Z,
  output reg [5:0] ALUFN,
  output reg ASEL,
  output reg BSEL,
  output reg MOE,
  output reg MWR,
  output reg [2:0] PCSEL,
  output reg RA2SEL,
  output reg WASEL,
  output reg [1:0] WDSEL,
  output reg WERF
  );
reg mwr_i;
reg [2:0] pcsel_i;
reg wasel_i;
reg [1:0] wdsel_i;
reg werf_i;
always @ ( * ) begin
  if(IRQ) begin
    MWR<=0;
    PCSEL<=3'b100;
    WASEL<=1;
    WDSEL<=0;
    WERF<=1;
  end
  else begin
	 if(RESET)
		MWR<=0;
	 else
		MWR<=mwr_i;
    PCSEL<=pcsel_i;
    WASEL<=wasel_i;
    WDSEL<=wdsel_i;
    WERF<=werf_i;
  end
  case(OP)
    6'b011000: begin  
      ALUFN<=6'b010000;
      ASEL<=0;
      BSEL<=1;
      MOE<=1;
      mwr_i<=0;
      pcsel_i<=0;
      RA2SEL<=0;
      wasel_i<=0;
      wdsel_i<=2;
      werf_i<=1;
    end
    6'b011001: begin  
      ALUFN<=6'b010000;
      ASEL<=0;
      BSEL<=1;
      MOE<=0;
      mwr_i<=1;
      pcsel_i<=0;
      RA2SEL<=1;
      wasel_i<=0;
      wdsel_i<=2'b00;
      werf_i<=0;
    end
    6'b011011: begin  
      ALUFN<=6'b000000;
      ASEL<=0;
      BSEL<=0;
      MOE<=0;
      mwr_i<=0;
      pcsel_i<=3'b010;
      RA2SEL<=0;
      wasel_i<=0;
      wdsel_i<=2'b00;
      werf_i<=1;
    end
    6'b011100: begin  
      ALUFN<=6'b000000;
      ASEL<=0;
      BSEL<=0;
      MOE<=0;
      mwr_i<=0;
      if(Z==1)
        pcsel_i<=3'b001;
      else
        pcsel_i<=3'b000;
      RA2SEL<=0;
      wasel_i<=0;
      wdsel_i<=2'b00;
      werf_i<=1;
    end
    6'b011101: begin  
      ALUFN<=6'b000000;
      ASEL<=0;
      BSEL<=0;
      MOE<=0;
      mwr_i<=0;
      if(Z==0)
        pcsel_i<=3'b001;
      else
        pcsel_i<=3'b000;
      RA2SEL<=0;
      wasel_i<=0;
      wdsel_i<=2'b00;
      werf_i<=1;
    end
    6'b011111: begin  
      ALUFN<=6'b101010;
      ASEL<=1;
      BSEL<=0;
      MOE<=1;
      mwr_i<=0;
      pcsel_i<=3'b000;
      RA2SEL<=0;
      wasel_i<=0;
      wdsel_i<=2'b10;
      werf_i<=1;
    end
    6'b100000: begin  
      ALUFN<=6'b010000;
      ASEL<=0;
      BSEL<=0;
      MOE<=0;
      mwr_i<=0;
      pcsel_i<=3'b000;
      RA2SEL<=0;
      wasel_i<=0;
      wdsel_i<=2'b01;
      werf_i<=1;
    end
    6'b100001: begin  
      ALUFN<=6'b010001;
      ASEL<=0;
      BSEL<=0;
      MOE<=0;
      mwr_i<=0;
      pcsel_i<=3'b000;
      RA2SEL<=0;
      wasel_i<=0;
      wdsel_i<=2'b01;
      werf_i<=1;
    end
    6'b100100: begin  
      ALUFN<=6'b000011;
      ASEL<=0;
      BSEL<=0;
      MOE<=0;
      mwr_i<=0;
      pcsel_i<=3'b000;
      RA2SEL<=0;
      wasel_i<=0;
      wdsel_i<=2'b01;
      werf_i<=1;
    end
    6'b100101: begin  
      ALUFN<=6'b000101;
      ASEL<=0;
      BSEL<=0;
      MOE<=0;
      mwr_i<=0;
      pcsel_i<=3'b000;
      RA2SEL<=0;
      wasel_i<=0;
      wdsel_i<=2'b01;
      werf_i<=1;
    end
    6'b100110: begin  
      ALUFN<=6'b000111;
      ASEL<=0;
      BSEL<=0;
      MOE<=0;
      mwr_i<=0;
      pcsel_i<=3'b000;
      RA2SEL<=0;
      wasel_i<=0;
      wdsel_i<=2'b01;
      werf_i<=1;
    end
    6'b101000: begin  
      ALUFN<=6'b101000;
      ASEL<=0;
      BSEL<=0;
      MOE<=0;
      mwr_i<=0;
      pcsel_i<=3'b000;
      RA2SEL<=0;
      wasel_i<=0;
      wdsel_i<=2'b01;
      werf_i<=1;
    end
    6'b101001: begin  
      ALUFN<=6'b101110;
      ASEL<=0;
      BSEL<=0;
      MOE<=0;
      mwr_i<=0;
      pcsel_i<=3'b000;
      RA2SEL<=0;
      wasel_i<=0;
      wdsel_i<=2'b01;
      werf_i<=1;
    end
    6'b101010: begin  
      ALUFN<=6'b100110;
      ASEL<=0;
      BSEL<=0;
      MOE<=0;
      mwr_i<=0;
      pcsel_i<=3'b000;
      RA2SEL<=0;
      wasel_i<=0;
      wdsel_i<=2'b01;
      werf_i<=1;
    end
    6'b101011: begin  
      ALUFN<=6'b101001;
      ASEL<=0;
      BSEL<=0;
      MOE<=0;
      mwr_i<=0;
      pcsel_i<=3'b000;
      RA2SEL<=0;
      wasel_i<=0;
      wdsel_i<=2'b01;
      werf_i<=1;
    end
    6'b101100: begin  
      ALUFN<=6'b110000;
      ASEL<=0;
      BSEL<=0;
      MOE<=0;
      mwr_i<=0;
      pcsel_i<=3'b000;
      RA2SEL<=0;
      wasel_i<=0;
      wdsel_i<=2'b01;
      werf_i<=1;
    end
    6'b101101: begin  
      ALUFN<=6'b110001;
      ASEL<=0;
      BSEL<=0;
      MOE<=0;
      mwr_i<=0;
      pcsel_i<=3'b000;
      RA2SEL<=0;
      wasel_i<=0;
      wdsel_i<=2'b01;
      werf_i<=1;
    end
    6'b101110: begin  
      ALUFN<=6'b110011;
      ASEL<=0;
      BSEL<=0;
      MOE<=0;
      mwr_i<=0;
      pcsel_i<=3'b000;
      RA2SEL<=0;
      wasel_i<=0;
      wdsel_i<=2'b01;
      werf_i<=1;
    end
    6'b110000: begin  
      ALUFN<=6'b010000;
      ASEL<=0;
      BSEL<=1;
      MOE<=0;
      mwr_i<=0;
      pcsel_i<=3'b000;
      RA2SEL<=0;
      wasel_i<=0;
      wdsel_i<=2'b01;
      werf_i<=1;
    end
    6'b110001: begin  
      ALUFN<=6'b010001;
      ASEL<=0;
      BSEL<=1;
      MOE<=0;
      mwr_i<=0;
      pcsel_i<=3'b000;
      RA2SEL<=0;
      wasel_i<=0;
      wdsel_i<=2'b01;
      werf_i<=1;
    end
    6'b110100: begin  
      ALUFN<=6'b000011;
      ASEL<=0;
      BSEL<=1;
      MOE<=0;
      mwr_i<=0;
      pcsel_i<=3'b000;
      RA2SEL<=0;
      wasel_i<=0;
      wdsel_i<=2'b01;
      werf_i<=1;
    end
    6'b110101: begin  
      ALUFN<=6'b000101;
      ASEL<=0;
      BSEL<=1;
      MOE<=0;
      mwr_i<=0;
      pcsel_i<=3'b000;
      RA2SEL<=0;
      wasel_i<=0;
      wdsel_i<=2'b01;
      werf_i<=1;
    end
    6'b110110: begin  
      ALUFN<=6'b000111;
      ASEL<=0;
      BSEL<=1;
      MOE<=0;
      mwr_i<=0;
      pcsel_i<=3'b000;
      RA2SEL<=0;
      wasel_i<=0;
      wdsel_i<=2'b01;
      werf_i<=1;
    end
    6'b111000: begin  
      ALUFN<=6'b101000;
      ASEL<=0;
      BSEL<=1;
      MOE<=0;
      mwr_i<=0;
      pcsel_i<=3'b000;
      RA2SEL<=0;
      wasel_i<=0;
      wdsel_i<=2'b01;
      werf_i<=1;
    end
    6'b111001: begin  
      ALUFN<=6'b101110;
      ASEL<=0;
      BSEL<=1;
      MOE<=0;
      mwr_i<=0;
      pcsel_i<=3'b000;
      RA2SEL<=0;
      wasel_i<=0;
      wdsel_i<=2'b01;
      werf_i<=1;
    end
    6'b111010: begin  
      ALUFN<=6'b100110;
      ASEL<=0;
      BSEL<=1;
      MOE<=0;
      mwr_i<=0;
      pcsel_i<=3'b000;
      RA2SEL<=0;
      wasel_i<=0;
      wdsel_i<=2'b01;
      werf_i<=1;
    end
    6'b111011: begin  
      ALUFN<=6'b101001;
      ASEL<=0;
      BSEL<=1;
      MOE<=0;
      mwr_i<=0;
      pcsel_i<=3'b000;
      RA2SEL<=0;
      wasel_i<=0;
      wdsel_i<=2'b01;
      werf_i<=1;
    end
    6'b111100: begin  
      ALUFN<=6'b110000;
      ASEL<=0;
      BSEL<=1;
      MOE<=0;
      mwr_i<=0;
      pcsel_i<=3'b000;
      RA2SEL<=0;
      wasel_i<=0;
      wdsel_i<=2'b01;
      werf_i<=1;
    end
    6'b111101: begin  
      ALUFN<=6'b110001;
      ASEL<=0;
      BSEL<=1;
      MOE<=0;
      mwr_i<=0;
      pcsel_i<=3'b000;
      RA2SEL<=0;
      wasel_i<=0;
      wdsel_i<=2'b01;
      werf_i<=1;
    end
    6'b111110: begin  
      ALUFN<=6'b110011;
      ASEL<=0;
      BSEL<=1;
      MOE<=0;
      mwr_i<=0;
      pcsel_i<=3'b000;
      RA2SEL<=0;
      wasel_i<=0;
      wdsel_i<=2'b01;
      werf_i<=1;
    end
  default: begin
    ALUFN<=6'b000000;
    ASEL<=0;
    BSEL<=0;
    MOE<=0;
    mwr_i<=0;
    pcsel_i<=3'b011;
    RA2SEL<=0;
    wasel_i<=1;
    wdsel_i<=2'b00;
    werf_i<=1;
  end
  endcase
end
endmodule  
```
`./run.sh`:
```
#!/bin/bash
# OpenROAD 26Q1-2900-gdf79404cd8, Yosys 0.63+post, stock flow scripts
make -C /OpenROAD-flow-scripts/flow DESIGN_CONFIG=/design/flow/config.mk WORK_HOME=/design/flow/orfs finish
```
`./config.mk`:
```
export PLATFORM = sky130hd
export DESIGN_NAME = CTL
export DESIGN_NICKNAME = CTL
export VERILOG_FILES = /design/flow/design.v
export SDC_FILE = /design/flow/constraint.sdc
export NUM_CORES = 4
export LEC_CHECK = 1
export CORE_AREA = 10 10 70 70
export DIE_AREA = 0 0 80 80
```
`./constraint.sdc`:
```
current_design CTL

set clk_period 1.8
set clk_io_pct 0.2

create_clock -name clk0 -period $clk_period

set non_clock_inputs [all_inputs -no_clocks]
set_input_delay [expr $clk_period * $clk_io_pct] -clock clk0 $non_clock_inputs
set_output_delay [expr $clk_period * $clk_io_pct] -clock clk0 [all_outputs]
```
==> impl_metrics.tcl <==
# flow metrics
set metrics [dict create \
    drive_gt1_frac 0.525 \
    die_h_um 80 \
    wl_um 2000 \
    drt-initial-drc-count 16 \
    syn_area_per_cell_sq_um 6.88 \
    yosys_warnings 1 \
    synth_seq_share 0 \
    dr.pass1.iters 3 \
    stdcell_count 166 \
    ant_nets 0 \
    cp_max_fo 5 \
    viasPerCell 4.04 \
    fin_crit_sh 0.980 \
    topCellsByArea "nor2b_1 (5.9%), a21boi_2 (5.3%), buf_4 (5.3%), buf_6 (5.3%), o21ai_0 (4.7%)" \
    relSlewSlack 0.853 \
    power_density_mw_per_mm2 195 \
    worstHoldPathType "input pin to output pin" \
    holdPathStages 3 \
    vias 671 \
    place.port_buffers 27 \
    grt.overflow.total 0 \
    ys_cells 62 \
    layout_top_cell "buf_4" \
    setup_viol 0 \
    ys_types 36 \
    wl_per_cell_um 12.0 \
    top_cell_area_share 0.0587 \
    place_congestion 0.802 \
    p_leak_nw 0.499 \
    flop_area_sq_um 0 \
    grt_pass1_wl_um 3330 \
    place_ws_ns -0.730 \
    critPathKind "input pin to output pin" \
    holdPathEnd "WDSEL[0]" \
    fp-row-count 21 \
    cp.arrival_ns 1.40 \
    grt_usage 0.0603 \
    dieWidth_um 80 \
    grt_antenna_before_repair 0 \
    setup.worst_path.end_class "output pin" \
    grt_start_max_net_pins 12 \
    outcome "completed" \
    maxCapViolCount 0 \
    fp_util 0.125 \
    worst_pin_slew_ns 0.218 \
    required_ns 1.44 \
    crit_path_start_kind "input pin" \
    tool_warnings 33 \
    yosys_area_sq_um 427 \
    mostFrequentLayoutCells "buf_4 (32), dlygate4sd2_1 (12), buf_6 (8)" \
    clkbuf_count 0 \
    setup_ws_ns 0.0354 \
    dp.cells 151 \
    period_minus_slack_ns 1.76 \
    grt_pass1_vias 676 \
    top_area_cell "nor2b_1" \
    syn_area_sq_um 427 \
    io_pins 27 \
    antenna_cells 0 \
    areaGrowthSynthToFinish_pct 146 \
    max-vdd-ir-drop_mv 0.0822 \
    seq_cell_count 0 \
    hold_viol 0 \
    hp-start "OP[1]" \
    syn-instance-count 62 \
    slew_viol_final 0 \
    hpwl_um 1490 \
    route.detailed.drc 0 \
    fmax_mhz 567 \
    chip_area_sq_mm 0.00640 \
    coreArea_sq_mm 0.00342 \
]
[per-stage QoR]
step	hold slack (ns)	area, sq um	util	total power, mW	TNS [ns]
3_5_place_dp	1.63	870	0.255	0.171	-10.78
5_1_grt	1.20	1050	0.307	0.223	-0.000276
4_1_cts	1.16	1060	0.310	0.206	-0.0563
2_1_floorplan	0.733	427	-	0.0684	0
3_3_place_gp	1.63	870	0.255	0.172	-10.49
6_report	1.17	1050	0.307	0.205	0
[cell families (layout without fill, tap and decap cells)]
logic type,after synthesis,in the layout,share of synthesized area
AND-OR/OR-AND,21,21,0.370
XOR/XNOR,3,3,0.0616
buffers and inverters,10,68,0.152
multiplexers,1,1,0.0235
AND/OR/NAND/NOR,27,27,0.393
[layer usage]
metal	global-route usage	vias to the layer above	wire length, um
met5	0	-	0
met1	0.0804	312	905
met2	0.110	8	1060
li1	-	351	-
met4	0	0	0
met3	0.00227	0	30
[critical path: stages]
cell and delay, ns:
buf_6 0.11, buf_6 0.12, or3_4 0.37, a21oi_2 0.14, and2b_1 0.13, clkdlybuf4s15_1 0.17
[worst max path at each step]
stage | from | endpoint | slack [ns] | cells after the start
finish | OP[2] | WDSEL[1] | 0.04 | 6
global route | OP[2] | WDSEL[1] | -0.0003 | 6
CTS | OP[4] | ASEL | -0.04 | 6
[cell usage after synthesis (all sizes together) (2+ instances only)]
| cell type | count |
|---|---|
| a21boi | 2 |
| a21o | 2 |
| a21oi | 4 |
| buf | 6 |
| inv | 4 |
| nand2 | 4 |
| nand2b | 2 |
| nand3 | 2 |
| nand4 | 2 |
| nor2 | 3 |
| nor2b | 4 |
| nor3 | 2 |
| o21ai | 4 |
| or3 | 3 |
| xnor2 | 2 |
[area by class of cell]
class                           instances  area, sq um
Timing Repair Buffer                   64          548
Multi-Input combinational cell         52          428
Tap cell                               46         57.6
Inverter                                4         15.0
Fill cell                             363         2370
[power breakdown]
group / switching [mW] / leakage [nW] / internal [mW]
Combinational: 0.0829 / 0.499 / 0.122
Sequential: 0 / 0 / 0
Clock: 0 / 0 / 0
[what timing repair did]
item,4_1_cts,5_1_grt
endpoints found under the hold margin,0,0
pin swaps,13,7
setup endpoints to repair,18,8
setup buffers,16,0
resized,72,6
hold buffers,0,0
gates cloned,1,0
Power and IR drop assume default switching activity.
