--- run.sh ---
#!/bin/bash
# OpenROAD 26Q1-2900-gdf79404cd8, Yosys 0.63+post, stock flow scripts
make -C /OpenROAD-flow-scripts/flow DESIGN_CONFIG=/design/flow/config.mk WORK_HOME=/design/flow/orfs finish
--- config.mk ---
export PLATFORM = sky130hd
export DESIGN_NAME = PC
export DESIGN_NICKNAME = PC
export VERILOG_FILES = /design/flow/design.v
export SDC_FILE = /design/flow/constraint.sdc
export NUM_CORES = 4
export LEC_CHECK = 1
export CORE_UTILIZATION = 30
--- constraint.sdc ---
current_design PC

set clk_period 9.9
set clk_io_pct 0.2

create_clock -name clk0 -period $clk_period [get_ports {CLK}]

set non_clock_inputs [all_inputs -no_clocks]
set_input_delay [expr $clk_period * $clk_io_pct] -clock clk0 $non_clock_inputs
set_output_delay [expr $clk_period * $clk_io_pct] -clock clk0 [all_outputs]
--- design.v ---
`timescale 1ns / 1ps
module PC (
  input CLK,
  input RESET,
  input [2:0] PCSEL,
  input [15:0] ID,
  input [31:0] JT,
  output reg [31:0] PC,
  output reg [31:0] PC_INC,
  output reg [31:0] PC_OFFSET
  );
reg [31:0] pc_4;
reg sync_read=0;
always @ ( * ) begin
  PC_INC[30:0]=PC+4;
  PC_INC[31]=PC[31];
  PC_OFFSET[31]=PC[31];
  PC_OFFSET[30:0]=PC_INC+{{14{ID[15]}},ID,2'b00};
end
always @ ( posedge CLK ) begin
  if(!RESET  ) begin
    case(PCSEL)
      0: PC=PC_INC;
      1: PC=PC_OFFSET;
      2: begin
        PC[30:0]={JT[30:2],2'b00};
        if(PC[31]==1)
          PC[31]=PC[31] & JT[31];
      end
      3: PC=32'b10000000000000000000000000000100;
      4: PC=32'b10000000000000000000000000001000;
      default: PC=0;
    endcase
  end
  else if(RESET) begin
    PC=32'b10000000000000000000000000000000;
	 end
end
endmodule  
==> flow_metrics.tcl <==
# place-and-route summary
set metrics [dict create \
    outcome "finished, final reports clean" \
    clkPwrFrac_pct 33.6 \
    async_reset_ff_share_pct 0 \
    clock_skew_ns 0.003109 \
    layout_setup_ws_ns 2.633 \
    crit_fanout 14 \
    post-dp-hpwl_mm 10.68 \
    num_rows 39 \
    vdd_drop_max_v 0.00006418 \
    ys_cells 458 \
    numSynthFlops 30 \
    criticalPathCategory "in -> out" \
    worstPathRequired_ns 7.92 \
    cts-root-buf "clkbuf_16" \
    final_core_util_pct 45.43 \
    cts_made_buffers 5 \
    edf_count 0 \
    chipArea_um2 12460 \
    slew_violations 0 \
    grt_pass1_vias 3776 \
    hold_viol 0 \
    ys_area_um2 3606 \
    warning_count 30 \
    post_cts_resized 0 \
    cts_sinks 30 \
    fin_crit_sh_pct 73.41 \
    worstMarginPinSlew_ns 0.9411 \
    p_comb_share_pct 37.7 \
    critPathLaunchType "input pin" \
    pre_cts_ws_ns 2.668 \
    max_cap_viol_count 0 \
    cts_buffer_depth 2 \
    setup_tns_ns 0 \
    ys_warn_count 1 \
    power_density_nw_per_um2 88.39 \
    antenna_found_initial 0 \
    max_stage_delay_ns 0.78 \
    drtAntennaViolNets 0 \
    syn_inst 458 \
    cp_top_family "buffers and inverters" \
    grt_pass1_wl_mm 21.22 \
    grt_setup_unrepaired "false" \
    avgSynthCellArea_um2 7.873 \
    max_clock_freq_mhz 137.6 \
    ys_seq_share_pct 16.66 \
    clk-insertion-delay-late_ns 0.28 \
    core_um2 11560 \
    power.leakage_nw 2.136 \
    cp-end-kind "primary output" \
    place_congestion 0.9369 \
    wl_per_cell_um 18.43 \
    cts_tree "done" \
    grt_max_degree 20 \
    cp_num_buf_inv 2 \
    first_iter_violations 272 \
    vias 3989 \
    hp-class "reg -> reg" \
    layoutNonFillerInstCount 730 \
    drive_above_1_share_pct 6.474 \
    syn2layout_area_growth_pct 45.70 \
    setup_viol 0 \
    grt-ovfl-total 0 \
    fp.dieH_um 111.6 \
    p_sw_mw 0.1405 \
    cp_common_cell "clkdlybuf4s50_1" \
    pwr-share-seq_pct 28.6 \
    clk_pin_slew_ns 0.05 \
    ios 149 \
    place_inst 722 \
    arrival_ns 5.29 \
    holdBufCountCts 0 \
    swShare_pct 30.25 \
    fp.dieW_um 111.6 \
    p_int_mw 0.3239 \
    post-route-min-period_ns 7.267 \
    slew_headroom_pct 37.03 \
    port-buffer-count 140 \
    finalWirelength_mm 13.45 \
    path_cells "clkdlybuf4s50_1 > ha_1 > and2_1 > nand3_1 > or3_1 > o21ba_2 > xnor2_1 > clkdlybuf4s50_1" \
    yosysUniqueCellTypes 63 \
    drcViolationCount 0 \
    slowest_stage "clkdlybuf4s50_1" \
    via_per_inst 5.464 \
    ys.flop_type "dfxtp_1" \
    fp-utilization_pct 31.18 \
    fill_cells 1102 \
    n_antenna_cell 0 \
    syn_area_um2 3606 \
    post_cts_buffers 0 \
    largest_register_ffs 30 \
    track_usage_pct 21.99 \
    htreeDepth 2 \
    drt-pass1-iter-count 55 \
]
[cell usage after synthesis, types with 6 or more instances]
cell type	count	share of area [%]
buf_4	8	1.7
nand4_1	12	2.1
nor3_1	11	1.5
dfxtp_1	30	17
nand3_1	23	3.2
a22oi_1	13	2.7
a21o_1	9	1.9
nand2_1	33	3.4
inv_1	14	1.5
nor2_1	38	4.0
nand2b_1	6	1.0
o2bb2ai_1	9	2.2
a21oi_1	33	4.6
o21ai_0	19	2.6
a222oi_1	6	1.7
xnor2_1	26	6.3
ha_1	32	11
clkbuf_1	20	2.1
xor2_1	23	5.6
[area by class of cell]
class | instances | area [um^2] | share of cell area (%)
clock buffers | 7 | 142.6 | 2.715
clock inverters | 1 | 5.005 | 0.09526
inverters | 14 | 52.55 | 1.000
multi-input cells | 390 | 2835 | 53.97
flip-flops and latches | 30 | 600.6 | 11.43
well taps | 143 | 178.9 | 3.406
repair buffers | 145 | 1439 | 27.39
[layer usage]
layer / up-vias / GRT usage, % / routed length, um
li1: 1947 / - / -
met1: 1866 / 32.94 / 6140
met2: 162 / 35.49 / 6275
met3: 14 / 2.216 / 834
met4: 0 / 2.523 / 201
met5: - / 0 / 0
[path summary, 6_finish.rpt]
kind | endpoint | from | slack (ns) | depth (start not counted)
worst max-delay path | PC_OFFSET[27] | ID[15] | 2.63 | 8
worst min-delay path | PC[31]$_SDFFE_PP1N_ | PC[31]$_SDFFE_PP1N_ | 0.64 | 2
worst max register to register | PC[30]$_SDFF_PP0_ | PC[18]$_SDFF_PP0_ | 5.90 | 12
worst min register to register | PC[31]$_SDFFE_PP1N_ | PC[31]$_SDFFE_PP1N_ | 0.64 | 2
[cell usage in the layout, fill, tap and decap left out, drive strengths merged, types with 3 or more instances in the layout]
| cell type | Yosys | layout |
|---|---|---|
| conb | 1 | 6 |
| or2 | 3 | 3 |
| o21ai | 20 | 20 |
| nor2b | 5 | 5 |
| o21bai | 5 | 5 |
| a22oi | 13 | 13 |
| xor2 | 23 | 23 |
| nand3 | 25 | 25 |
| buf | 9 | 5 |
| a211oi | 3 | 3 |
| nand2b | 6 | 6 |
| a222oi | 6 | 6 |
| a21oi | 33 | 33 |
| clkdlybuf4s50 | 0 | 140 |
| a31oi | 4 | 4 |
| o21a | 5 | 5 |
| o2bb2ai | 9 | 9 |
| clkbuf | 20 | 7 |
| nor3 | 13 | 13 |
| a22o | 4 | 4 |
| nand4 | 14 | 14 |
| a21o | 9 | 9 |
| and2 | 5 | 5 |
| dfxtp | 30 | 30 |
| ha | 32 | 32 |
| xnor2 | 31 | 31 |
| o211ai | 4 | 4 |
| or3 | 5 | 5 |
| nand2 | 33 | 33 |
| and3 | 3 | 3 |
| mux2i | 4 | 4 |
| inv | 14 | 14 |
| nor2 | 38 | 38 |
| o31ai | 3 | 3 |
| nor4 | 7 | 7 |
[cells by family after synthesis]
family,count (synthesis),synth area share (%)
and+or+nand+nor,161,24.98
muxes,4,1.110
AOI/OAI and AO/OA,132,25.82
xor gates and xnor gates,54,14.16
buffers and inverters,43,5.517
adders and majority gates,33,11.66
other,1,0.1040
DFF,30,16.66
[power groups by stage]
stage	clock, mW	sequential [mW]	combinational, mW
final	0.156	0.133	0.175
after global routing	0.165	0.134	0.191
after CTS	0.161	0.133	0.175
[worst reg2reg max path, cell delays in order, from the launching register on]
cell	delay [ns]
dfxtp_1	0.48
and3_1	0.27
nand3_1	0.28
nor4_2	0.48
xor2_1	0.46
ha_1	0.40
a21oi_1	0.22
o21a_1	0.17
o21ai_0	0.13
nor2b_1	0.16
nor4_1	0.53
xnor2_1	0.17
o2bb2ai_1	0.15
[stage by stage]
stage / total power [mW] / hold WS (ns) / cell area, um^2
CTS: 0.4694 / 0.6476 / 5254
global route: 0.4898 / 0.7164 / 5254
finish: 0.4644 / 0.6405 / 5254
detailed placement: 0.3093 / 0.6252 / 5106
global placement: 0.3099 / 0.6233 / 5106
floorplan: 0.2131 / 0.5796 / 3625
Power is estimated from default activity; no workload was simulated.
